`./config.mk`:
```
export PLATFORM = sky130hd
export DESIGN_NAME = encoder
export DESIGN_NICKNAME = encoder
export VERILOG_FILES = /design/flow/design.v
export SDC_FILE = /design/flow/constraint.sdc
export NUM_CORES = 4
export LEC_CHECK = 1
export CORE_AREA = 10 10 70 70
export DIE_AREA = 0 0 80 80
```
`./constraint.sdc`:
```
current_design encoder

set clk_period 1.9
set clk_io_pct 0.2

create_clock -name clk0 -period $clk_period

set non_clock_inputs [all_inputs -no_clocks]
set_input_delay [expr $clk_period * $clk_io_pct] -clock clk0 $non_clock_inputs
set_output_delay [expr $clk_period * $clk_io_pct] -clock clk0 [all_outputs]
```
`./design.v`:
```
module encoder(
    input [7:0]i,
    output reg[2:0]out
    );
   always@(i) begin
	casex(i)
	 8'b00000001:out=3'b000;
	 8'b00000010:out=3'b001;
	 8'b00000100:out=3'b010;
	 8'b00001000:out=3'b011;
	 8'b00010000:out=3'b100;
	 8'b00100000:out=3'b101;
	 8'b01000000:out=3'b110;
	 8'b10000000:out=3'b111;
	 default:out=3'bz;
	 endcase
	 end
endmodule
```
`./run.sh`:
```
#!/bin/bash
# OpenROAD 26Q1-2900-gdf79404cd8, Yosys 0.63+post, stock flow scripts
make -C /OpenROAD-flow-scripts/flow DESIGN_CONFIG=/design/flow/config.mk WORK_HOME=/design/flow/orfs finish
```
==> impl_metrics.env <==
# flow metrics
export IMPL_dr_first_iter_drc_count=4
export IMPL_worstPathMaxFanout=4
export IMPL_slew_viol_final=0
export IMPL_synth_top_cell_by_area="nor4b_1"
export IMPL_tightest_slew_ps=248
export IMPL_grt_start_max_net_pins=8
export IMPL_path_buffers=2
export IMPL_netlist_top_cells_count="nor4b_1, nor2_1, a211oi_1"
export IMPL_hold_violations=0
export IMPL_seq_area_um2=0
export IMPL_yosys_cells=19
export IMPL_synthTopCellsByArea="nor4b_1, a211oi_1, nor4b_2"
export IMPL_fp_util_pct=4.21
export IMPL_post_cts_setup_buffers=0
export IMPL_worstSetupPathType="primary input to output pin"
export IMPL_fin_setup_tns_ps=0
export IMPL_status="complete, no violations"
export IMPL_dp_cells=80
export IMPL_top_area_share_pct=36.5
export IMPL_post_dp_cell_area_um2=344
export IMPL_cap_viol_max_count=0
export IMPL_pwr_share_comb_pct=100.0
export IMPL_cp_end_kind="output pin"
export IMPL_die_area_um2=6400
export IMPL_p_clk_share_pct=0
export IMPL_gp_congestion=0.823
export IMPL_fin_ws_ps=65.6
export IMPL_ant_nets=0
export IMPL_synth_dominant_cell_count="nor4b_1"
export IMPL_die_y_um=80
export IMPL_ys_seq_share_pct=0
export IMPL_internal_power_w=0.0000263
export IMPL_yosysUniqueCellTypes=11
export IMPL_post_place_ws_ps=-585
export IMPL_vias_per_cell=2.71
export IMPL_p_per_area_nw_per_um2=143
export IMPL_leakagePower_nw=0.118
export IMPL_max_slew_margin_rel_pct=83.4
export IMPL_yosysChipArea_um2=144
export IMPL_p_seq_share_pct=0
export IMPL_syn_to_final_growth_pct=151
export IMPL_log_warning_count=32
export IMPL_die_width_um=80
export IMPL_nClkBuffers=0
export IMPL_grt_pass1_vias=246
export IMPL_setup_viol=0
export IMPL_path_delay_family="simple AND/OR/NAND/NOR gates"
export IMPL_min_path_type="primary input to output pin"
export IMPL_layout_cells_non_filler=80
export IMPL_routed_wl_um=709
export IMPL_grt_usage_pct=2.24
export IMPL_antenna_found_initial=0
export IMPL_drc=0
export IMPL_cp_data_required_time_ps=1520
export IMPL_comb_area_um2=183
export IMPL_final_cell_area_um2=362
export IMPL_ir_drop_uv=50.3
export IMPL_numPortBuffers=11
export IMPL_crit_chain="clkdlybuf4s15_2, or4_1, nor2_1, dlygate4sd2_1"
export IMPL_ioPinCount=11
export IMPL_hold_buffers=0
export IMPL_dp_hpwl_um=567
export IMPL_drive_gt1_share_pct=52.9
export IMPL_wire_per_inst_um=8.86
export IMPL_flops=0
export IMPL_grt_setup_unrepaired="false"
export IMPL_cpPeakStageDelay_ps=520
export IMPL_antenna_cells=0
export IMPL_grt_remaining_overflow=0
export IMPL_grt_pass1_wl_um=1180
export IMPL_finalCritPeriodShare_pct=96.5
export IMPL_cp_start_kind="primary input"
export IMPL_num_vias=217
export IMPL_fillerInstances=402
export IMPL_core_um2=3420
export IMPL_rows=21
export IMPL_switching_share_pct=49.0
export IMPL_finalPower_w=0.0000515
export IMPL_cp_slowest_cell="or4_1"
export IMPL_timing_fmax_mhz=545
export IMPL_fin_crit_ps=1830
export IMPL_first_pass_iters=3
export IMPL_arrival_ps=1450
export IMPL_syn_inst=19
export IMPL_syn_mean_instance_area_um2=7.57
export IMPL_switchingPower_w=0.0000253
export IMPL_synth_area_um2=144
export IMPL_ys_warnings_count=2
[routing by layer]
metal	part of all wire [%]	global-route usage, %	up-vias
met5	0	0	-
met4	0	0	0
met3	9.4	0.682	0
met2	31	2.57	9
met1	60	3.89	96
li1	-	-	112
[layout by cell type (no fill, tap or decap), drive strengths merged]
cell type      instances
nor4                   1
nor2                   3
o31a                   1
or4                    1
buf                    8
dlygate4sd2            6
xnor2                  1
nor3                   1
clkbuf                 1
clkdlybuf4s15          1
nor4b                  7
a211oi                 2
xor2                   1
[worst paths after layout]
kind / cells after the start / to / startpoint / slack, ps
max: 4 / out[2] / i[2] / 70
min: 4 / out[1] / i[1] / 1310
[power by group through the flow]
stage     Sequential [W]  Clock (W)  Combinational (W)
5_1_grt                0          0          0.0000562
4_1_cts                0          0          0.0000520
6_report               0          0          0.0000515
[per-stage QoR]
stage	hold WS [ps]	utilization, %
6_report	1310	10.6
5_1_grt	1350	10.6
4_1_cts	1340	10.9
3_5_place_dp	1810	10.1
3_3_place_gp	1810	10.1
2_1_floorplan	773	-
[kinds of logic (layout without fill, tap and decap cells)]
group / Yosys count / after routing / share of synthesized area, %
buf+inv: 1 / 16 / 3.47
xor+xnor: 2 / 2 / 12.2
simple gates: 13 / 13 / 67.8
compound gates: 3 / 3 / 16.5
[area by class of cell]
type	count	share of cell area [%]
Timing Repair Buffer	16	33.6
Multi-Input combinational cell	18	50.5
Tap cell	46	15.9
[timing repair]
| item | in CTS | in global routing |
|---|---|---|
| pin swaps | 3 | 2 |
| resized | 30 | 3 |
| endpoints found under the hold margin | 0 | 0 |
| setup endpoints to repair | 3 | 2 |

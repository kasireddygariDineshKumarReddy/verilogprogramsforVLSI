==> design/flow/run.sh <==
#!/bin/bash
# OpenROAD 26Q1-2900-gdf79404cd8, Yosys 0.63+post, stock flow scripts
make -C /OpenROAD-flow-scripts/flow DESIGN_CONFIG=/design/flow/config.mk WORK_HOME=/design/flow/orfs finish
==> design/flow/config.mk <==
export PLATFORM = sky130hd
export DESIGN_NAME = synchronous_mod11_counter
export DESIGN_NICKNAME = synchronous_mod11_counter
export VERILOG_FILES = /design/flow/design.v
export SDC_FILE = /design/flow/constraint.sdc
export NUM_CORES = 4
export LEC_CHECK = 1
export CORE_AREA = 10 10 70 70
export DIE_AREA = 0 0 80 80
==> design/flow/constraint.sdc <==
current_design synchronous_mod11_counter

set clk_period 1.4
set clk_io_pct 0.2

create_clock -name clk0 -period $clk_period [get_ports {clk}]

set non_clock_inputs [all_inputs -no_clocks]
set_input_delay [expr $clk_period * $clk_io_pct] -clock clk0 $non_clock_inputs
set_output_delay [expr $clk_period * $clk_io_pct] -clock clk0 [all_outputs]
==> design/flow/design.v <==
module synchronous_mod11_counter(
    input clk,
    input rst,
    input [3:0]ld,
    input ld_enb,
    output reg [3:0]count
    );
always@(posedge clk,posedge rst)
begin  
	if(rst==1)
	  count<=0;
	else if(ld_enb==1)
	  count<=ld;
   else if(count==4'b1010)
     count<=0;
	else
	  count<=count+1;
end  
endmodule
==> notes.md <==
Implementation numbers.

- The flow ran to the end, and the final reports show no timing, DRC or antenna violations.
- The root buffer cell is clkbuf_4.
- The register name with the most flops is count.
- For this design the ratio of total power to cell area is between 900 and 1000 nW/um^2.
- The worst register-to-register path depth is 4.
- In the synthesis report, Yosys lists the chip area as 229 sq um.
- By instance count after routing, the leading logic cell types are clkdlybuf4s50_1, nand2_1, nor2b_1, clkbuf_4, dfrtp_1.
- TritonCTS built the clock tree.
- The final tally of setup violations is 0.
- The insertion delay at the late pin of the worst-skew pair is ~230 ps.
- The wire length of the first global-routing pass is between 1 and 1.5 mm.
- Setup repair after global routing left no endpoint under its margin.
- The largest vdd supply drop is between 0.5 and 0.6 mV.
- Summing all non-filler instances in the final layout gives an area of 414 sq um.
- The share of flip-flops with an asynchronous set or reset after synthesis is 100%.
- For the worst reg-to-reg path, the startpoint reported by OpenROAD is count[1].
- In this run the core area contains 21 standard-cell rows.
- The final max-slew violation count recorded for this run is 0.
- The synthesized area divided by synthesized cell count is between 9 and 10 sq um.
- The core area is 3420 sq um.
- The via count of the first global-routing pass came to between 200 and 300.
- The worst setup path is of the flop to output port kind.
- Post-route period utilization is reported as roughly 97%.
- The total standard cell area after synthesis is about 230 sq um.
- Across the routed clock network, the largest skew measured is about 0.47 ps.
- After detailed routing, the number of remaining DRC violations is 0.
- The endpoint identified for the worst register-to-register timing path is count[3].
- Per the synthesis report, the single largest cell type by area occupies a little over two fifths of cell area.
- The tool warning count is 25.
- The global placer's final weighted congestion is about 0.74.
- In this run the maximum-capacitance check reported violations numbering 0.
- The part of the Yosys area used for sequential elements is a little over two fifths.
- The cell count listed in synth_stat.txt is 25.
- The design draws about 410 uW.
- Among all stages on the critical path, the maximum delay recorded is 490 ps.
- The most common logic cell in the routed design is clkdlybuf4s50_1.
- CTS built an H-tree with a depth of 1.
- Per the synthesis report, the dominant area consumer among library cells is dfrtp_1.
- In the final report, the number of hold violations comes to 0.
- The first routing iteration left 6 violations.
- According to the timing report, the arrival time at the worst endpoint equals around 1100 ps.
- The antenna violation net count after detailed routing is 0.
- The clock period minus worst slack is approximately 1400 ps.
- The antenna diode count is 0.
- The detailed-routing iteration count for the pre-antenna-repair pass is 2.
- The predominant post-synthesis flop cell is dfrtp_1.
- The number of different library cells used by synthesis comes to 14.
- The slew at the pin closest to its max-slew limit is 331 ps.
- The category of cells accounting for the largest share of critical-path delay is buffers and inverters.
- The synthesized netlist handed to floorplanning was reported with a cell count of 25.
- Summed over all layers, the global routing overflow is 0.
- The number of filler cells placed in the layout is between 400 and 500.
- Counting the buffers created by CTS gives 3.
- The maximum number of pins on one net before global-route repair is 8.
- Among all stages on the critical path, the largest delay is contributed by clkdlybuf4s50_1.
- In the post-synthesis netlist, the biggest area contributors are dfrtp_1, nor2b_1, nand2b_1.
- The flip-flop count of the largest register, all copies and words added is 4.
- The initial antenna violation count was 0.
- The script logs the mean routed wire length per placed instance as 8.54 um.
- Per the OpenROAD power report, leakage power amounts to between 0.00015 and 0.0002 uW.
- Between the synthesized netlist and the finished layout, the area growth was recorded as 80.9%.
- Counting every sink on the clock net gives 4.
- The worst setup path is launched from a flop.
- The internal reg-to-reg setup slack is approximately 330 ps.
- In this run the count of I/O pins placed on the die edge is 11.
- The floorplan die width is 80 um.
- The clock passes through at most 2 buffers.
- The worst endpoint required time is between 1000 and 1500 ps.
- The clock-pin slew reported for the worst setup and hold paths after clock tree synthesis is about 40 ps.
- The maximum fanout along the worst path is 2.
- The global-route usage over all layers is under 10%.
- Before placement the cells fill ~6.7% of the core.
- Counting flops and latches in the post-synthesis netlist gives 4.
- Measured against its own limit, the worst slew margin works out to about 80%.
- The count of buffers from port buffering is 10.
- Per the detailed placement report, the placed cell area equals between 300 and 400 sq um.
- STA classifies the critical path endpoint as an output port.
- The post-CTS hold buffer count recorded in the log is 0.
- The detailed placer's ending HPWL is 573 um.
- The die covers roughly 6400 sq um.
- The cell sequence reported for the critical path is clkdlybuf4s50_1.
- The fraction of final layout cells sized beyond drive strength 1 is between 10% and 20%.
- The share of the core filled with cells is between 10% and 20%.
- For this run, the number of Yosys warnings is 1.
- The die is 80 um tall.
- The via density per instance is between 2 and 3.
- The detailed router placed between 200 and 250 vias in this run.
- Derived from the worst setup path, the maximum achievable clock frequency is around 740 MHz.
- The final wirelength is approximately 730 um.
- The number of enable-type register cells in the synthesized netlist is 0.
- The worst path buffer plus inverter count is 1.
- The worst hold path belongs to the class input port to asynchronous set/reset pin.
- The largest registers in the layout are count (4).
==> Yosys cell counts, types with 2 or more instances <==
cell type  instances
dfrtp_1            4
nand2_1            3
nor2b_1            3
inv_1              2
a21oi_1            2
nand2b_1           2
o21ai_1            2
==> worst max path at each step <==
stage	end	startpoint	cells past startpoint
final	count[1]	count[1]	1
after global routing	count[1]	count[1]	1
after CTS	count[2]	count[2]	1
==> power by group <==
part           leakage [uW]  switching, uW  internal, uW  total [uW]
sequential        0.0000473           18.2           133         151
clock             0.0000138           47.3          95.9         143
combinational      0.000112           43.2          68.1         111
total              0.000173            109           297         406
==> layout make-up <==
cell class                      count  area, sq um  share of cell area [%]
Clock buffer                        3         22.5                    5.44
Inverter                            2         7.51                    1.81
Multi-Input combinational cell     18          110                    26.6
Sequential cell                     4          101                    24.5
Tap cell                           46         57.6                    13.9
Timing Repair Buffer               12          115                    27.8
==> cells by family (layout without fill, tap and decap cells) <==
logic type	count (synthesis)	after routing	share of synthesized area, %
AND/OR/NAND/NOR	9	9	21.9
AND-OR/OR-AND	8	8	22.4
buffers and inverters	3	17	8.20
flip-flops	4	4	43.7
XOR/XNOR	1	1	3.83
==> per-stage QoR <==
step           instances  setup WS, ps  setup TNS, ps  hold slack, ps
3_3_place_gp          81          18.0              0             473
5_1_grt               85          4.03              0             232
2_1_floorplan         25           477              0            46.1
3_5_place_dp          81         -2.16          -2.16             470
4_1_cts               85         0.746              0             216
6_report              85          40.0              0             222
==> routing by layer <==
metal	vias up	wire length, um	track usage (%)
met1	106	459	3.81
met2	15	189	2.09
met4	0	0	0.528
li1	114	-	-
met5	-	0	0
met3	0	77	1.59
==> repair_timing <==
action	CTS	global route
pin swaps	0	0
setup buffers	1	0
resized	3	1
endpoints found under the setup margin	3	1
Power is estimated from default activity; no workload was simulated.
